==> flow/design.v <==
module router (
    input logic clk,
    input logic rst_n,
    input logic [3:0]  req_i,       
    input logic [31:0] data_n_i,
    input logic [31:0] data_s_i,
    input logic [31:0] data_e_i,
    input logic [31:0] data_w_i,
    input logic        yumi_i,     
    output logic [31:0] data_o,
    output logic        valid_o,
    output logic        busy_o
);
    logic [31:0] buffer [0:63];      
    logic [5:0]  write_ptr, read_ptr; 
    logic [6:0]  count;              
    logic write_en;
    logic read_en;
    assign write_en = (|req_i) && (count < 64);
    assign read_en  = (count > 0) && yumi_i;
    always_ff @(posedge clk or negedge rst_n) begin
        if (!rst_n) begin
            write_ptr <= 0;
            read_ptr  <= 0;
            count     <= 0;
            busy_o    <= 0;
            valid_o   <= 0;
            data_o    <= 0;
        end else begin
            if (write_en) begin
                if (req_i[0])      buffer[write_ptr] <= data_n_i;
                else if (req_i[1]) buffer[write_ptr] <= data_s_i;
                else if (req_i[2]) buffer[write_ptr] <= data_e_i;
                else if (req_i[3]) buffer[write_ptr] <= data_w_i;
                write_ptr <= write_ptr + 1;
            end
            if (read_en) begin
                data_o    <= buffer[read_ptr];
                valid_o   <= 1;
                read_ptr  <= read_ptr + 1;
            end else begin
                valid_o <= 0;
            end
            if (write_en && !read_en) begin
                count <= count + 1;           
            end 
            else if (!write_en && read_en) begin
                count <= count - 1;           
            end
            if (count >= 60) busy_o <= 1; 
            else             busy_o <= 0;
        end
    end
    initial begin
        $dumpfile("router.vcd");
        $dumpvars(0, router);
    end
endmodule
==> flow/run.sh <==
#!/bin/bash
# OpenROAD 26Q1-2900-gdf79404cd8, Yosys 0.63+post, stock flow scripts
make -C /OpenROAD-flow-scripts/flow DESIGN_CONFIG=/design/flow/config.mk WORK_HOME=/design/flow/orfs finish
==> flow/config.mk <==
export PLATFORM = sky130hd
export DESIGN_NAME = router
export DESIGN_NICKNAME = router
export VERILOG_FILES = /design/flow/design.v
export SDC_FILE = /design/flow/constraint.sdc
export NUM_CORES = 4
export LEC_CHECK = 1
export CORE_UTILIZATION = 30
==> flow/constraint.sdc <==
current_design router

set clk_period 12.8
set clk_io_pct 0.2

create_clock -name clk0 -period $clk_period [get_ports {clk}]

set non_clock_inputs [all_inputs -no_clocks]
set_input_delay [expr $clk_period * $clk_io_pct] -clock clk0 $non_clock_inputs
set_output_delay [expr $clk_period * $clk_io_pct] -clock clk0 [all_outputs]
==> flow_summary_export.csv <==
group,metric,value,unit
die,die-area,262000,µm²
setup_path,reg2reg_to,"data_o[7]",
route,drt_first_pass_iters,8,
setup_path,worstReg2RegStart,"read_ptr[5]",
die,rows,186,
setup_path,timing.reg2reg.worst_path_depth,11,
status,outcome,"finished clean",
clock_tree,cts.repair.resized,0,
die,effective_utilization_at_floorplan,30.3,%
clock_tree,clk_path_buf_depth,3,
clock_tree,cts_made_buffers,200,
route,drt-vias-per-instance,5.51,
final_timing,worst_slew_margin_rel,26.0,%
final_timing,setup_violations,0,
placed_design,dp_hpwl,171000,µm
job,stage_log_warnings,33,
clock_tree,insertion_delay,0.84,ns
global_route,initial_antenna_violation_count,11,
clock_tree,ctsHoldBuffers,0,
global_route,grt_pass1_vias,48200,
clock_tree,cts.root.buffer_cell,"sky130_fd_sc_hd__clkbuf_16",
final_timing,fin_tns_setup,0,ns
placed_design,io_buffers,168,
power,pwr_density_cell,189,nW/µm²
power,fin_total_pwr,17.3,mW
placed_design,placement.setup.worst_slack,7.02,ns
final_timing,min_period_over_period,39.3,%
route,route.detailed.drc,0,
final_layout,post_route_cells_drive_above_1_share,13.4,%
synthesis,synth.cell_area,77900,µm²
route,drt-initial-drc-count,3620,
clock_tree,cts.repair_timing.setup_buffer_count,0,
synthesis,ys_chip_area,77900,µm²
global_route,grt-ovfl-total,0,
power,leakage,28.8,nW
synthesis,sequential_element_share_of_the_synthesized_area,80.7,%
die,die_width,511,µm
final_timing,finalWorstSetupSlack,7.77,ns
final_timing,clock.fmax,0.199,GHz
job,cap_viol_max_count,0,
route,routed-via-count,45800,
final_timing,finalCriticalPeriod,5.03,ns
placed_design,area_of_placed_instances,85200,µm²
synthesis,ys.flop_type,"sky130_fd_sc_hd__edfxtp_1",
synthesis,netlist-cell-type-count,60,
worst_hold_path,timing.hold.worst.start,"data_o[10]",
synthesis,edf_count,2048,
power,vdd_ir_drop_max,138,µV
clock_tree,number_of_clock_sinks,2101,
route,wl_per_cell,32.5,µm
synthesis,ys_cells,4481,
route,final_antenna_net_count,0,
setup_path,worstPathArrival,5.69,ns
setup_path,timing.critical_path.fanout_max,41,
setup_path,worst-r2r-setup-slack,7.77,ns
clock_tree,tritoncts,"yes",
route,routed_wirelength,271000,µm
global_route,grt_pass1_wl,372000,µm
final_timing,worstMarginPinSlew,1.08,ns
clock_tree,cts-htree-levels,4,
worst_hold_path,holdPathEnd,"data_o[10]",
final_timing,hold_viol,0,
final_timing,grt_setup_unrepaired,"no",
global_route,grt_usage,22.0,%
synthesis,netlist_instances,4481,
final_layout,final_design_area_no_fill,91500,µm²
global_route,grt_start_max_net_pins,66,
setup_path,start_kind,"register",
setup_path,path_class,"reg -> reg",
synthesis,avgSynthCellArea,17.4,µm²
die,floorplan.die.height,511,µm
final_layout,syn_to_final_growth,17.6,%
synthesis,synth.ff_latch_count,2101,
synthesis,synth_warnings,4,
final_timing,slew_viol_final,0,
setup_path,worstPathRequired,13.47,ns
setup_path,crit_path_end_kind,"register",
die,boundaryPins,169,
die,fp.coreArea,257000,µm²
placed_design,gp_congestion,1.00,
worst_hold_path,holdPathStages,2,
worst_hold_path,tightest_hold_check_type,"reg -> reg",
synthesis,postSynth.asyncResetShare,2.52,%
clock_tree,clock_transition_time_at_the_flip_flop_clock_pins_of_the_worst_setup_and_hold_paths,0.06,ns
final_timing,setup_skew,0.0429,ns
-- kinds of logic after synthesis --
family                   Yosys count  synth area share, %
AND-OR/OR-AND                   1144                 10.8
XOR/XNOR                          16                0.180
adder cells (fa/ha/maj)           16                0.267
buffers and inverters            317                 1.63
flip-flops                      2101                 80.7
multiplexers                      79                 1.02
AND/OR/NAND/NOR                  808                 5.39
-- routing by layer --
metal,global-route usage (%),part of all wire (%),vias up
met5,3.47,0.44,-
met4,11.3,6.6,44
met3,20.2,20,736
met2,31.4,44,3771
met1,20.4,29,22200
li1,-,-,19000
-- cells in the mapped netlist, types with 48 or more instances --
| cell type | count | share of area, % |
|---|---|---|
| sky130_fd_sc_hd__a21oi_1 | 95 | 0.61 |
| sky130_fd_sc_hd__buf_2 | 53 | 0.34 |
| sky130_fd_sc_hd__nand2_1 | 191 | 0.92 |
| sky130_fd_sc_hd__dfrtp_1 | 53 | 1.7 |
| sky130_fd_sc_hd__nand4_1 | 167 | 1.3 |
| sky130_fd_sc_hd__and2_1 | 48 | 0.39 |
| sky130_fd_sc_hd__clkbuf_1 | 209 | 1.0 |
| sky130_fd_sc_hd__nor2_1 | 164 | 0.79 |
| sky130_fd_sc_hd__a22oi_1 | 802 | 7.7 |
| sky130_fd_sc_hd__mux2i_1 | 78 | 1.0 |
| sky130_fd_sc_hd__edfxtp_1 | 2048 | 79 |
| sky130_fd_sc_hd__o21ai_0 | 58 | 0.37 |
| sky130_fd_sc_hd__and3_1 | 57 | 0.46 |
-- registers in the layout, indices dropped and copies added (netlist names) --
signal and cells:
valid_o 1, count 7, buffer 2048, data_o 32, read_ptr 6, write_ptr 6, busy_o 1
-- worst max-delay path, cell delays in order (launching register included) --
cell and delay, ns:
sky130_fd_sc_hd__dfrtp_2 0.58, sky130_fd_sc_hd__buf_4 0.67, sky130_fd_sc_hd__nor2_1 0.14, sky130_fd_sc_hd__buf_4 0.26, sky130_fd_sc_hd__o21ai_0 0.19, sky130_fd_sc_hd__nand2_1 0.10, sky130_fd_sc_hd__a2111oi_0 0.87, sky130_fd_sc_hd__nand3_2 0.77
sky130_fd_sc_hd__buf_4 0.52, sky130_fd_sc_hd__nand2_1 0.12, sky130_fd_sc_hd__buf_4 0.38, sky130_fd_sc_hd__o221ai_1 0.20
-- worst max-delay path by stage --
stage | start | endpoint | slack (ns) | depth (start not counted)
CTS | read_ptr[5] | data_o[28] | 7.87 | 11
global route | read_ptr[5] | data_o[14] | 7.44 | 11
finish | read_ptr[5] | data_o[7] | 7.77 | 11
-- cell type report --
type                    instances  area [µm²]
clock buffers                 269        5510
well taps                    3384        4230
inverters                      19        71.3
multi-input cells            2063       14700
clock inverters                92         778
fillers                     23600      166000
flip-flops and latches       2101       62800
repair buffers                394        3360
diodes                          4        10.0
-- power by group --
part / internal [mW] / total [mW] / switching (mW)
registers: 7.85 / 8.00 / 0.149
clock network: 3.23 / 5.72 / 2.49
logic: 1.02 / 3.62 / 2.60
total: 12.1 / 17.3 / 5.24
-- cell usage in the layout (no fill, tap or decap), types with 10 or more instances in the layout --
master / synthesis / final
sky130_fd_sc_hd__clkinv_1: 0 / 43
sky130_fd_sc_hd__nand4_1: 167 / 167
sky130_fd_sc_hd__o21ai_0: 58 / 26
sky130_fd_sc_hd__a21oi_1: 95 / 95
sky130_fd_sc_hd__a221oi_1: 12 / 12
sky130_fd_sc_hd__o22ai_1: 14 / 14
sky130_fd_sc_hd__and3_1: 57 / 57
sky130_fd_sc_hd__inv_1: 19 / 18
sky130_fd_sc_hd__edfxtp_1: 2048 / 2048
sky130_fd_sc_hd__nor3b_1: 10 / 10
sky130_fd_sc_hd__and2_2: 0 / 50
sky130_fd_sc_hd__nor4_1: 33 / 33
sky130_fd_sc_hd__and4_1: 15 / 15
sky130_fd_sc_hd__bufinv_16: 0 / 11
sky130_fd_sc_hd__nor2_4: 0 / 67
sky130_fd_sc_hd__a222oi_1: 29 / 29
sky130_fd_sc_hd__nand3_1: 35 / 34
sky130_fd_sc_hd__a2111oi_0: 15 / 15
sky130_fd_sc_hd__or4_1: 15 / 15
sky130_fd_sc_hd__o21ai_4: 0 / 32
sky130_fd_sc_hd__clkinv_2: 0 / 26
sky130_fd_sc_hd__clkbuf_16: 0 / 207
sky130_fd_sc_hd__clkbuf_1: 209 / 52
sky130_fd_sc_hd__dfrtp_1: 53 / 51
sky130_fd_sc_hd__a22oi_1: 802 / 802
sky130_fd_sc_hd__clkbuf_8: 0 / 10
sky130_fd_sc_hd__a2bb2oi_1: 12 / 12
sky130_fd_sc_hd__xnor2_1: 13 / 13
sky130_fd_sc_hd__a22o_1: 47 / 47
sky130_fd_sc_hd__nand2_1: 191 / 191
sky130_fd_sc_hd__o221ai_1: 15 / 15
sky130_fd_sc_hd__or3_1: 10 / 10
sky130_fd_sc_hd__clkdlybuf4s50_1: 0 / 164
sky130_fd_sc_hd__ha_1: 15 / 15
sky130_fd_sc_hd__nor3_1: 22 / 22
sky130_fd_sc_hd__nor2_1: 164 / 98
sky130_fd_sc_hd__mux2i_1: 78 / 78
sky130_fd_sc_hd__buf_4: 1 / 228
-- through the flow --
stage | std cells | hold slack (ns) | util (%)
after floorplan | 4481 | 0.426 | -
after global placement | 7961 | 0.479 | 33.1
after detailed placement | 7961 | 0.477 | 33.1
after CTS | 8322 | 0.492 | 35.6
after global routing | 8323 | 0.530 | 35.6
final | 8326 | 0.490 | 35.6
No activity file was given, so power comes from the tool's default toggle rates.
